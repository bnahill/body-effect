===== ./run.sh =====
#!/bin/bash
# OpenROAD 26Q1-2900-gdf79404cd8, Yosys 0.63+post, stock flow scripts
make -C /OpenROAD-flow-scripts/flow DESIGN_CONFIG=/design/flow/config.mk WORK_HOME=/design/flow/orfs finish

===== ./config.mk =====
export PLATFORM = sky130hd
export DESIGN_NAME = decoder
export DESIGN_NICKNAME = decoder
export VERILOG_FILES = /design/flow/design.v
export SDC_FILE = /design/flow/constraint.sdc
export NUM_CORES = 4
export LEC_CHECK = 1
export CORE_AREA = 10 10 70 70
export DIE_AREA = 0 0 80 80

===== ./constraint.sdc =====
current_design decoder

set clk_period 1.2
set clk_io_pct 0.2

create_clock -name clk0 -period $clk_period

set non_clock_inputs [all_inputs -no_clocks]
set_input_delay [expr $clk_period * $clk_io_pct] -clock clk0 $non_clock_inputs
set_output_delay [expr $clk_period * $clk_io_pct] -clock clk0 [all_outputs]

===== ./design.v =====
module dft_block #(parameter WIDTH = 8)
                 (input              clk,
                  input              memwrite,
                  input  [WIDTH-1:0] adr, writedata,
                  output reg [WIDTH-1:0] memdata);
wire [7:0] regselect;
wire [7:0] dft_out;
wire [7:0] Y0, Y1, Y2, Y3, Y4, Y5, Y6, Y7;
decoder8 xdecoder (.A(adr), .EN(regselect));
dft #(WIDTH) xdft (.X0(writedata), .X1(writedata), 
                   .X2(writedata), .X3(writedata),
                   .X4(writedata), .X5(writedata),
                   .X6(writedata), .X7(writedata),
                   .Y0(Y0), .Y1(Y1),
                   .Y2(Y2), .Y3(Y3),
                   .Y4(Y4), .Y5(Y5),
                   .Y6(Y6), .Y7(Y7),
                   .write(memwrite),
                   .enable(regselect),
                   .phi1(clk), .phi2(~clk));
always @(adr)
case (adr[2:0])
	0: memdata = Y0;
	1: memdata = Y1;
	2: memdata = Y2;
	3: memdata = Y3;
	4: memdata = Y4;
	5: memdata = Y5;
	6: memdata = Y6;
	7: memdata = Y7;
endcase
endmodule
module dft #(parameter WIDTH = 8)
            (input phi1, phi2,
             input  [WIDTH-1:0] X0, X1, X2, X3, X4, X5, X6, X7,
             input  [7:0] enable,
             input write,
             output [WIDTH-1:0] Y0, Y1, Y2, Y3, Y4, Y5, Y6, Y7);
reg [WIDTH-1:0] in_reg0, in_reg1, in_reg2, in_reg3,
                in_reg4, in_reg5, in_reg6, in_reg7;
reg [WIDTH-1:0] out_reg0, out_reg1, out_reg2, out_reg3,
                out_reg4, out_reg5, out_reg6, out_reg7;
assign Y0 = out_reg0;
assign Y1 = out_reg1;
assign Y2 = out_reg2;
assign Y3 = out_reg3;
assign Y4 = out_reg4;
assign Y5 = out_reg5;
assign Y6 = out_reg6;
assign Y7 = out_reg7;
integer i;
always @(posedge phi1) begin
	out_reg0 <= in_reg0;
	out_reg1 <= in_reg1;
	out_reg2 <= in_reg2;
	out_reg3 <= in_reg3;
	out_reg4 <= in_reg4;
	out_reg5 <= in_reg5;
	out_reg6 <= in_reg6;
	out_reg7 <= in_reg7;
end
always @(posedge phi1) begin
	if(write & enable[0]) in_reg0 <= X0;
	if(write & enable[1]) in_reg1 <= X1;
	if(write & enable[2]) in_reg2 <= X2;
	if(write & enable[3]) in_reg3 <= X3;
	if(write & enable[4]) in_reg4 <= X4;
	if(write & enable[5]) in_reg5 <= X5;
	if(write & enable[6]) in_reg6 <= X6;
	if(write & enable[7]) in_reg7 <= X7;
end	
endmodule
module decoder #(parameter WIDTH = 8)
               (input [WIDTH-1:0] a,
                output [WIDTH-1:0] enable);
wire oe;
wire noe;
wire [WIDTH-1:0] na;
wire [WIDTH-1:0] en_int;
assign na = ~a;
assign oe = (a[7] & a[6]) & a[5] & (a[4] & a[3]);
assign en_int[0] = ~(a[2] | a[1] | a[0]);
assign en_int[1] = ~(a[2] | a[1]) & a[0];
assign en_int[2] = ~(a[2] | a[0]) & a[1];
assign en_int[3] = na[2] & ~(na[1] | na[0]);
assign en_int[4] = a[2] & ~(a[1] | a[0]);
assign en_int[5] = ~(na[2] | na[0]) & na[1];
assign en_int[6] = ~(na[2] | na[1]) & na[0];
assign en_int[7] = a[2] & a[1] & a[0];
assign enable = {en_int[7] & oe, en_int[6] & oe,
                 en_int[5] & oe, en_int[4] & oe,
                 en_int[3] & oe, en_int[2] & oe,
                 en_int[1] & oe, en_int[0] & oe};
endmodule

==> qor.rpt <==
============================================================================================
Result of the run ............................................................. complete, but fails checks
Violations in the final reports ............................................... negative setup slack
Post-synth mux share ..........................................................           0%
Number of nets still failing antenna checks after routing .....................            0
Hold slack ....................................................................       796 ps
Pin count of the biggest net entering global routing ..........................            8
Yosys top cell area share .....................................................        28.9%
DRC marker count from the first detailed-route iteration ......................            0
Die Span Y ....................................................................   80 microns
CP Data Arrival Time ..........................................................       990 ps
Chip area estimate from yosys synthesis .......................................    104 sq um
Slew at the pin closest to its max-slew limit .................................       197 ps
Adders+Majority by Area .......................................................           0%
Average size of a mapped cell .................................................   7.99 sq um
Routed vias/inst ..............................................................         2.55
Layout cell share with drive strength beyond 1 ................................        89.2%
Netlist cell types ............................................................            7
Maximum achievable frequency ..................................................      815 MHz
Signed area change from the synthesized netlist to the final layout ...........         335%
Cycle use final ...............................................................         102%
Synthesized cell area .........................................................    104 sq um
Top logic cell by instance count in the layout ................................ sky130_fd_sc_hd__buf_6
Largest voltage drop on the vdd net ...........................................    0.0664 mV
Post-synthesis cell count from yosys ..........................................           13
Fraction of the core area occupied by cells at floorplan ......................        3.04%
Area fraction in compound gates ...............................................           0%
IO Count ......................................................................           16
Hold_buf cts ..................................................................            0
Cell count of the worst hold path .............................................            3
Detailed placer's ending HPWL .................................................  638 microns
Die width .....................................................................   80 microns
Crit end category .............................................................   output pin
Aggregate global-route resource usage .........................................        2.45%
Antenna cell count ............................................................            0
Post-place setup slack ........................................................      -798 ps
Max-Slew Margin vs Limit ......................................................        86.7%
Critical path data required time ..............................................       960 ps
Area of the core ..............................................................   3420 sq um
Number of vias after detailed routing .........................................          212
Top library cells by usage in the layout, fill and taps aside ................. 11 x sky130_fd_sc_hd__buf_6, 6 x sky130_fd_sc_hd__buf_2, 4 x sky130_fd_sc_hd__buf_4
Number of clock buffers in the layout .........................................            0
Fill cell count ...............................................................          403
Area taken by multi-input logic gates .........................................    179 sq um
Post-route minimum period .....................................................      1230 ps
Routability cong. .............................................................        0.698
Post-synthesis cell type with the largest combined area ....................... sky130_fd_sc_hd__nor4b_2
Yosys xor share ...............................................................           0%
Overall overflow remaining after global route .................................            0
Gate Count Post-Synth .........................................................           13
Dominant comb cell ............................................................ simple AND/OR/NAND/NOR gates
Start-to-end type of the worst setup path ..................................... primary input to output pin
Final hold vios ...............................................................            0
Standard-cell row count .......................................................           21
Final setup viols .............................................................            2
Number of OpenROAD warnings ...................................................           34
Count of maximum capacitance violations .......................................            0
Startpoint type of the worst setup path ....................................... primary input
Top fanout value on the critical path .........................................            6
FF/Latch Area .................................................................      0 sq um
Via count of the first global-routing pass ....................................          212
Number of antenna violations at the first check in global routing .............            0
Wire length of the first global-routing pass ..................................      1.28 mm
Number of optimization iterations in the first detailed-route pass ............            1
Sequential cell count of the final layout .....................................            0
Detail-routed net length per standard cell .................................... 10.0 microns
Total DRC errors in the routed layout .........................................            0
Yosys warnings ................................................................            0
Sequential-to-total area share from yosys stat ................................           0%
PnR worst setup slack .........................................................     -27.0 ps
IO Port Bufs ..................................................................           16
Basic-gate share of the synthesized area counting and, or, nand and nor cells .        96.4%
Path class of the lowest-slack min-delay path ................................. primary input to output pin
Leak ..........................................................................  0.000183 uW
Total length of routed wires ..................................................  831 microns
Power density of the placed cells .............................................  204 nW/um^2
Synth top area cells .......................................................... sky130_fd_sc_hd__nor4b_2 29%, sky130_fd_sc_hd__nor4_1 24%, sky130_fd_sc_hd__nand4_4 20%, sky130_fd_sc_hd__nor3_1 9.6%, sky130_fd_sc_hd__nand2_1 7.2%
Unrepaired setup endpoints after global routing ...............................          yes
Die Footprint .................................................................   6400 sq um
Max Slew Vio Count ............................................................            0
============================================================================================
==> synth_stat cells <==
master,count
sky130_fd_sc_hd__inv_2,1
sky130_fd_sc_hd__nor3_1,2
sky130_fd_sc_hd__nand2_1,2
sky130_fd_sc_hd__nor4b_2,2
sky130_fd_sc_hd__nor4_1,4
sky130_fd_sc_hd__nand2b_1,1
sky130_fd_sc_hd__nand4_4,1
==> layer usage <==
metal,share of wire (%),vias to the layer above,GRT usage (%)
met4,0,0,0
met3,8.3,0,0.909
met2,44,8,3.53
met1,48,99,3.56
met5,0,-,0
li1,-,105,-
==> power by group <==
part / internal (uW) / switching, uW
combinational: 50.4 / 41.7
sequential: 0 / 0
clock: 0 / 0
total: 50.4 / 41.7
==> worst max-delay path, stage by stage <==
cell and delay (ps):
sky130_fd_sc_hd__buf_6 70, sky130_fd_sc_hd__nand4_4 180, sky130_fd_sc_hd__buf_6 180, sky130_fd_sc_hd__nor4b_4 190, sky130_fd_sc_hd__buf_2 130
==> through the flow <==
| step | util, % | instance area [sq um] | setup TNS (ps) | total power [uW] | instances |
|---|---|---|---|---|---|
| after global placement | 9.41 | 322 | -5780 | 51.1 | 75 |
| after detailed placement | 9.41 | 322 | -5970 | 52.2 | 75 |
| after floorplan | - | 104 | 0 | 12.2 | 13 |
| after global routing | 13.2 | 452 | -183 | 98.4 | 83 |
| after CTS | 11.6 | 398 | -141 | 75.8 | 82 |
| final | 13.2 | 452 | -44.7 | 92.2 | 83 |
==> what timing repair did <==
item / CTS / global route
resized: 75 / 10
pin swaps: 10 / 6
setup endpoints to repair: 8 / 8
buffers inserted: 7 / 1
==> worst paths after layout <==
kind	from	end	slack, ps
max	a[4]	enable[2]	-30
min	a[2]	enable[2]	800
==> kinds of logic after synthesis <==
| family | after synthesis |
|---|---|
| simple gates | 12 |
| buf+inv | 1 |
==> final cells by class <==
cell class	instances	share of cell area, %
multi-input cells	12	39.6
well taps	46	12.7
repair buffers	24	46.8
inverters	1	0.831
No activity file was given, so power comes from the tool's default toggle rates.
